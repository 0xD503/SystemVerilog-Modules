$ cat flow/run.sh
#!/bin/bash
# OpenROAD 26Q1-2900-gdf79404cd8, Yosys 0.63+post, stock flow scripts
make -C /OpenROAD-flow-scripts/flow DESIGN_CONFIG=/design/flow/config.mk WORK_HOME=/design/flow/orfs finish
$ cat flow/config.mk
export PLATFORM = sky130hd
export DESIGN_NAME = FloatingPoint_Adder_SinglePrecision
export DESIGN_NICKNAME = FloatingPoint_Adder_SinglePrecision
export VERILOG_FILES = /design/flow/design.v
export SDC_FILE = /design/flow/constraint.sdc
export NUM_CORES = 4
export LEC_CHECK = 1
export CORE_UTILIZATION = 40
$ cat flow/constraint.sdc
current_design FloatingPoint_Adder_SinglePrecision

set clk_period 32.7
set clk_io_pct 0.2

create_clock -name clk0 -period $clk_period

set non_clock_inputs [all_inputs -no_clocks]
set_input_delay [expr $clk_period * $clk_io_pct] -clock clk0 $non_clock_inputs
set_output_delay [expr $clk_period * $clk_io_pct] -clock clk0 [all_outputs]
$ cat flow/design.v
module FloatingPoint_Adder_SinglePrecision
	(input logic[31:0]	i_A, i_B,
	output logic[31:0]	o_S);
	logic		s_SignA, s_SignB, s_Sign;
	logic[23:0]	s_MantissaA, s_MantissaB;
	logic[22:0]	s_Mantissa;
	logic[23:0]	s_ShiftedMantissa, s_UnshiftedMantissa;
	logic[7:0]	s_ExpA, s_ExpB, s_UnshiftedExponent, s_Exponent;
	logic[7:0]	s_Difference;
	logic		s_AmoreOrEqualB;
	assign s_SignA = i_A[31];
	assign s_SignB = i_B[31];
	assign s_ExpA = i_A[30:23];
	assign s_ExpB = i_B[30:23];
	assign s_MantissaA = {1'b1, i_A[22:0]};
	assign s_MantissaB = {1'b1, i_B[22:0]};
	Exponent_Comparator Exp_Compare(s_ExpA, s_ExpB, s_AmoreOrEqualB, s_Difference, s_UnshiftedExponent);
	MantissaShifter Mantissa_Shifter (s_MantissaA, s_MantissaB, s_Difference, s_AmoreOrEqualB, s_ShiftedMantissa, s_UnshiftedMantissa);
	MantissaAdderAndNormalizer Mantisses_Adder (s_ShiftedMantissa, s_UnshiftedMantissa, s_UnshiftedExponent, s_SignA, s_SignB, s_AmoreOrEqualB, s_Sign, s_Exponent, s_Mantissa);
	assign o_S = {s_Sign, s_Exponent, s_Mantissa};
endmodule
module Exponent_Comparator
	(input logic[7:0]	i_ExpA, i_ExpB,
	output logic		o_AmoreOrEqualB,
	output logic[7:0]	o_Difference,
	output logic[7:0]	o_Exp);
	always_comb
	begin
		if (i_ExpA >= i_ExpB)
		begin
			o_Exp = i_ExpA;
			o_Difference = i_ExpA - i_ExpB;
			o_AmoreOrEqualB = 1'b1;
		end
		else
		begin
			o_Exp = i_ExpB;
			o_Difference = i_ExpB - i_ExpA;
			o_AmoreOrEqualB = 1'b0;
		end
	end
endmodule
module MantissaShifter
	(input logic[23:0]	i_MantissaA, i_MantissaB,
	input logic[7:0]	i_shamt,
	input logic			i_AmoreOrEqualB,
	output logic[23:0]	o_ShiftedMantissa, o_UnshiftedMantissa);
	logic[23:0]			s_ShiftedMantissa;
	assign s_ShiftedMantissa = i_AmoreOrEqualB ?	(i_MantissaB >> i_shamt) : (i_MantissaA >> i_shamt);
	assign o_UnshiftedMantissa = i_AmoreOrEqualB ?	i_MantissaA : i_MantissaB;
	always_comb
	begin
		if (i_shamt[7] | i_shamt[6] | i_shamt[5] | (i_shamt[4] && i_shamt[3]))	o_ShiftedMantissa = 24'b0;
		else															o_ShiftedMantissa = s_ShiftedMantissa;
	end
endmodule
module MantissaAdderAndNormalizer
	(input logic[23:0]	i_ShiftedMantissa, i_UnshiftedMantissa,
	input logic[7:0]	i_Exp,
	input logic			i_SignA, i_SignB,
	input logic			i_AmoreOrEqualB,
	output logic		o_Sign,
	output logic[7:0]	o_Exp,
	output logic[22:0]	o_FractionPart);
	logic[24:0]			v_Temp;
	logic[23:0]			s_MantissaA, s_MantissaB;
	always_comb
	begin
		if (i_AmoreOrEqualB == 1'b1)
		begin
			s_MantissaA = i_UnshiftedMantissa;
			s_MantissaB = i_ShiftedMantissa;
		end
		else
		begin
			s_MantissaA = i_ShiftedMantissa;
			s_MantissaB = i_UnshiftedMantissa;
		end
		if (i_SignA != i_SignB)
		begin
			if (i_SignA == 1'b0)	v_Temp = s_MantissaA - s_MantissaB;
			else					v_Temp = s_MantissaB - s_MantissaA;
			if (v_Temp < 0)			o_Sign = 1'b1;
			else					o_Sign = 1'b0;
		end
		else
		begin
			v_Temp = s_MantissaA + s_MantissaB;
			if (i_SignA == 1'b0)	o_Sign = 1'b0;
			else					o_Sign = 1'b1;
		end
	end
	assign o_FractionPart = v_Temp[24] ?	v_Temp[23:1] : v_Temp[22:0];
	assign o_Exp = v_Temp[24] ?				(i_Exp + 1'd1) : i_Exp;
endmodule
==> Slide: Implementation Results <==
Physical Implementation Snapshot

Critical path
  – Worst setup SP type: input port
  – Most frequent cell on the critical path: buf_4
  – Critical path arrival: 15370 ps
  – Slowest CP cell: buf_4
  – CP max stage delay: 670 ps
  – Critical path type: input port to output port
  – Crit Path Max Fanout: 63
  – CP endpoint kind: output port
  – Worst Path Required: 26160 ps
  – CP Launch Point: i_A[26]

Power and ir drop
  – Pint: 0.144 mW
  – Clk pwr share: 0%
  – Combinational power share: 100.0%
  – Peak VDD IR: 19.1 µV
  – Total power density per cell area: 39.7 nW/µm²
  – Pleak: 3.39 nW
  – Part of the power in registers: 0%
  – Net Sw Power: 0.176 mW
  – Net Sw Frac: 54.9%

Finish
  – Post-layout util: 47.9%
  – Layout cells sized above 1: 6.04%
  – Register area: 0 µm²
  – Clock buffer cells: 0
  – Top cell excl fill/tap: clkdlybuf4s50_1
  – Area grow syn2layout: 15.6%
  – Top Layout Cells: 95 x clkdlybuf4s50_1, 87 x ha_1, 80 x a21oi_1
  – Registers: 0

Yosys
  – Post-Synthesis Cells: 965
  – Synth area leader: ha_1
  – Syn Area/Cell: 7.23 µm²
  – Mapped Area: 6970 µm²
  – Yosys warning total: 3
  – Area reported by Yosys stat: 6970 µm²
  – Ys cells: 965
  – Unique cell type count in the Yosys netlist: 80
  – Top cells by area, synth: ha_1 16%, mux2i_1 11%, mux4_2 7.1%
  – Seq/Total Area, Yosys: 0%
  – Dominant cell area share: 15.6%

Global route
  – Global-route usage over all layers: 26.0%
  – Largest net degree at the start of global routing: 65
  – Initial antenna violation count: 0
  – Number of global-route vias before repair: 6730
  – GR Overflow Total: 0
  – First-pass GRT wire length: 36700 µm

Die
  – Die ar.: 18000 µm²
  – # IOs: 96
  – Core area: 16800 µm²
  – Die y size: 134 µm
  – Row count: 47
  – Init Core Util: 41.5%
  – Chip width: 134 µm

Timing
  – RSZ-0062 raised after global routing: no
  – Max Fclk: 45.6 MHz
  – Cycle use final: 67.0%
  – Tightest Pin Transition: 787 ps
  – Setup Viol. Count Final: 0
  – Relative slew slack: 46.8%
  – Fin. Hold Viols: 0
  – Setup TNS: 0 ps
  – Crit path time final: 21910 ps
  – Slew Viols, Final: 0

Drt
  – # diodes: 0
  – Drt drc: 0
  – Post-DR wirelength/cell: 18.7 µm
  – Via density: 6.10
  – Vias: 7502
  – Initial DRC count: 689
  – Routed WL: 23000 µm
  – Pre-antenna DRT Iters: 5
  – Routed Antenna Nets: 0

Flow run
  – Count of tool warnings: 85
  – Max-cap viol count: 0

Place
  – IO buf count: 96
  – Final HPWL DP: 18900 µm
  – GPL Wtd Cong: 1.05

Outcome
  – Status: completed

Clock network
  – Hold buffer count at CTS: 0
  – Setup repair bufs after CTS: 0
  – Resized cells post-CTS: 0

Worst hold path
  – Hold Path Class: input port to output port
  – HP Start: i_B[31]
-- metrics by stage --
stage	instances	instance area (µm²)	hold WS, ps	setup slack [ps]	total power, mW
floorplan	965	6970	13220	13870	0.210
global placement	1230	8060	14050	10960	0.316
detailed placement	1230	8060	14060	10820	0.316
CTS	1230	8060	14060	10800	0.317
global route	1230	8060	14100	10020	0.351
finish	1230	8060	14050	10790	0.320
-- worst max-delay path, delay by kind of cell --
| kind | cells | cell delay (ps) |
|---|---|---|
| compound gates | 12 | 3350 |
| buf+inv | 6 | 2480 |
| simple gates | 4 | 1150 |
| mux | 3 | 840 |
| fa+ha+maj | 2 | 800 |
| xor+xnor | 1 | 180 |
-- per-layer routing --
metal / up-vias / GRT usage (%) / share of wire, %
met3: 23 / 2.01 / 6.1
met2: 272 / 39.5 / 44
met5: - / 0 / 0
li1: 3712 / - / -
met4: 0 / 3.18 / 1.4
met1: 3495 / 41.2 / 48
-- final timing paths --
| check | to | slack (ps) | depth (start not counted) |
|---|---|---|---|
| max | o_S[21] | 10790 | 28 |
| min | o_S[31] | 14050 | 3 |
-- final cells by class --
type | count | area (µm²)
inverter | 58 | 218
fill | 1721 | 8760
tap | 220 | 275
timing repair buffer | 111 | 1070
multi-input combinational | 841 | 6500
-- cells in the mapped netlist (all sizes together) (6+ instances only) --
library cell  number
a211oi            13
a21o              21
a21oi             80
a22o              16
a22oi             10
a31oi              8
and2               9
buf               16
clkbuf            50
ha                87
inv               56
mux2               7
mux2i             78
mux4              22
nand2             64
nand2b            11
nand3             28
nand4              8
nor2              72
nor2b              9
nor3              27
nor4               6
o211ai            14
o21a              16
o21ai             74
o21bai            12
o31ai             13
or3                9
xnor2             28
xor2               7
-- cells by family (layout without fill, tap and decap cells) --
group | count (synthesis) | after routing | share of synthesized area, %
simple gates | 268 | 268 | 18.8
fa+ha+maj | 92 | 92 | 17.0
compound gates | 339 | 339 | 32.9
mux | 107 | 107 | 19.6
xor+xnor | 35 | 35 | 4.50
buf+inv | 124 | 169 | 7.21
-- power groups by stage --
| stage | Combinational (mW) | Sequential [mW] | Clock, mW |
|---|---|---|---|
| finish | 0.320 | 0 | 0 |
| global route | 0.351 | 0 | 0 |
| CTS | 0.317 | 0 | 0 |
No activity file was given, so power comes from the tool's default toggle rates.
