**flow/config.mk**
```make
export PLATFORM = sky130hd
export DESIGN_NAME = RAM_Array
export DESIGN_NICKNAME = RAM_Array
export VERILOG_FILES = /design/flow/design.v
export SDC_FILE = /design/flow/constraint.sdc
export NUM_CORES = 4
export LEC_CHECK = 1
export CORE_UTILIZATION = 30
```
**flow/constraint.sdc**
```tcl
current_design RAM_Array

set clk_period 53.6
set clk_io_pct 0.2

create_clock -name clk0 -period $clk_period [get_ports {clk}]

set non_clock_inputs [all_inputs -no_clocks]
set_input_delay [expr $clk_period * $clk_io_pct] -clock clk0 $non_clock_inputs
set_output_delay [expr $clk_period * $clk_io_pct] -clock clk0 [all_outputs]
```
**flow/design.v**
```verilog
module RAM_Array
	#(parameter N = 6, M = 32)
	(input logic				clk,
								WE,
	input logic[(N-1):0]		data_addr,
	input logic[M - 1:0]		data_in,
	output logic[(M - 1):0]		data_out);
	typedef logic [M-1:0]mem[2**N - 1:0];
	mem mem_arr;
	always_ff @(posedge clk)
	begin
		if (WE)		mem_arr[data_addr] <= data_in;
	end
	assign data_out = mem_arr[data_addr];
endmodule
```
**flow/run.sh**
```bash
#!/bin/bash
# OpenROAD 26Q1-2900-gdf79404cd8, Yosys 0.63+post, stock flow scripts
make -C /OpenROAD-flow-scripts/flow DESIGN_CONFIG=/design/flow/config.mk WORK_HOME=/design/flow/orfs finish
```
==> job_summary.md <==
### Flow metrics

| Metric | Value |
|---|---|
| TritonCTS clock tree | `done` |
| Starting DRC count in detailed routing | `approximately 3200` |
| Clk pin slew, worst setup/hold paths | `0.06 ns` |
| All-Layer GR Usage | `17.2%` |
| CTS Buffer Depth | `3` |
| P_leak | `28.0 nW` |
| Cells along the critical path | `buf_8 > buf_4 > buf_4 > buf_4 > nor2b_2 > buf_4 > and3_1 > nor4_1 > a31oi_1 > a2111oi_0 > buf_4 > nand3_1 > clkdlybuf4s50_1` |
| Crit path kind | `primary input to output pin` |
| Hold Startpoint | `data_in[25]` |
| Post_cts resized | `0` |
| Max Freq | `between 30 and 40 MHz` |
| Routed vias | `around 42000` |
| Top cells, area | `edfxtp_1 (79%), mux2i_1 (3.3%), mux4_2 (2.8%), mux2_2 (2.1%), a221oi_1 (2.0%)` |
| EDFF count, synth | `just over 2000` |
| Worst path required time | `42.88 ns` |
| CTS H-tree depth | `4` |
| Setup Viol. Count Final | `0` |
| Ys flops | `just over 2000` |
| First-pass iteration count of the detailed router | `6` |
| Worst-path fanout max | `between 50 and 60` |
| Final cycle utilization of the critical path | `between 40 and 50%` |
| Most common cell on crit path | `buf_4` |
| Hold WC Path Type | `primary input to flip-flop` |
| Dpl ws | `roughly 27 ns` |
| Die span in x | `roughly 510 um` |
| Vias in the first global route | `approximately 44000` |
| I/O Pins | `approximately 70` |
| Gr ovfl total | `0` |
| Area grow syn2layout | `14.3%` |
| Die height | `slightly above 500 um` |
| Unique cell types | `55` |
| Top Registers | `mem_arr: 2048 flops` |
| Die ar. | `between 0.2 and 0.3 mm2` |
| Initial antenna violation count | `3` |
| Post-Route WL | `213000 um` |
| Max VDD drop | `roughly 0.036 mV` |
| Sequential area share after synthesis | `approximately four fifths` |
| Critical path startpoint category | `primary input` |
| Crit path buffers/inverters | `7` |
| # Cells Yosys | `approximately 4200` |
| Setup TNS | `0 ns` |
| Global-route wire length before repair | `307000 um` |
| Yosys Warn Count | `1` |
| Core ar. | `about 0.26 mm2` |
| Relative slew slack | `between 20 and 30%` |
| Max-slew violations | `0` |
| Min cycle time layout | `between 20 and 30 ns` |
| Multi-input logic area | `0.0161 mm2` |
| WHS Path Cells | `1` |
| Hold path endpoint | `mem_arr[18][25]$_DFFE_PP_` |
| Crit path DAT | `between 15 and 20 ns` |
| Top cell area share | `about 80%` |
| Hold WS | `10.30 ns` |
| CP Capture Type | `output pin` |
| Routability congestion estimate | `roughly 0.91` |
| Top reg by flops | `mem_arr` |
| FF/Latch Area | `a little over 0.06 mm2` |
| Tool warnings | `26` |
| Post-synth ARST share | `0%` |
| Setup bufs post-CTS | `0` |
| Crit-path max cell delay | `0.87 ns` |
| Cts hold-fix bufs | `0` |
| PortBufs | `71` |
| Pin count of the biggest net entering global routing | `75` |
| Post-DP Area | `between 0.08 and 0.09 mm2` |
| Post-synth top area cell | `edfxtp_1` |
| Hold Vio Cnt, Final | `0` |
| Top_reg_cell synth | `edfxtp_1` |
| RSZ-0062 raised after global routing | `false` |
| Status | `finished clean` |
| Slowest cell on the critical path | `a2111oi_0` |
| Fp util | `30.2%` |
| CTS Root Cell | `clkbuf_16` |
| Post-Syn Area | `slightly below 0.08 mm2` |
| Final-layout fill cell count | `about 24000` |
| Final WS setup | `26.93 ns` |
| Row cnt | `roughly 190` |
| Power Density | `between 30 and 40 mW/mm2` |
| Share of layout cells above drive strength 1 | `between 15 and 20%` |
| Synth cell count leaders | `edfxtp_1 (2048), mux2i_1 (259), a22oi_1 (188), a221oi_1 (175), clkbuf_1 (168)` |
| Clock sinks | `2048` |
| Max cap viols | `0` |
| Drt drc | `0` |
| Area reported by Yosys stat | `roughly 0.078 mm2` |
| Number of flip-flops in the largest register | `slightly above 2000` |
| Synthesized instance count | `about 4200` |
| Top cell type by instance count after synthesis | `edfxtp_1` |
| CTS buffer count | `185` |
| Worst-Margin Slew | `roughly 1.1 ns` |
| Mapped Avg Cell Area | `approximately 19 um2` |
| Top delay family on crit path | `buffers and inverters` |
| Average wire per standard cell | `27.0 um` |
| Vias per std cell | `about 5.3` |
| DP Wirelength | `122000 um` |
| Post-route ant nets | `0` |
| Fin area | `0.0895 mm2` |
-- power breakdown --
part / switching (mW) / internal [mW]
Sequential: 0.00219 / 1.77
Combinational: 0.119 / 0.0559
Clock: 0.564 / 0.698
-- worst max-delay path by stage --
stage,startpoint,end,slack [ns],cells after the start
CTS,data_addr[0],data_out[10],26.79,13
global route,data_addr[0],data_out[0],26.43,12
finish,data_addr[0],data_out[10],26.93,13
-- cell families (layout without fill, tap and decap cells) --
logic type | after synthesis | count (layout) | share of synthesized area, %
AOI/OAI and AO/OA | 933 | 933 | 8.73
buffers and inverters | 300 | 587 | 1.70
DFF | 2048 | 2048 | 78.6
muxes | 502 | 502 | 8.19
other | 0 | 1 | 0
and+or+nand+nor | 424 | 424 | 2.83
-- layer usage --
layer	track usage (%)	up-vias	wire (um)
met2	25.3	2718	96800
met5	1.35	-	437
li1	-	17800	-
met1	19.3	20800	71500
met3	13.5	375	37000
met4	4.59	14	7310
-- layout make-up --
cell class,count,share of cell area (%)
clock inverter,77,0.706
tap,3402,4.76
clock buffer,242,5.60
multi-input combinational,1859,17.9
antenna,1,0.00280
sequential,2048,68.7
inverter,2,0.0168
timing repair buffer,266,2.28
-- placed cells by master, fill, tap and decap left out, types with 70 or more instances in the layout --
cell type / instances
o21ai_0: 84
mux2_2: 147
o22a_1: 70
o22ai_1: 93
a221oi_1: 175
and3_1: 85
clkbuf_16: 193
mux4_2: 96
buf_4: 194
nor2_1: 77
edfxtp_1: 2048
a22oi_1: 188
mux2i_1: 259
a21oi_1: 121
-- stage by stage --
step	std cells	power, mW	utilization, %
after global routing	7896	3.30	34.5
after global placement	7577	1.98	32.3
after CTS	7896	3.23	34.5
after detailed placement	7577	1.99	32.3
after floorplan	4207	1.89	-
final	7897	3.21	34.5
No activity file was given, so power comes from the tool's default toggle rates.
